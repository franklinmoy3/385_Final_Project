==> design.v <==
module barrier (
	input Reset, frame_clk,
	input [9:0] BallX, BallY, Ball2X, Ball2Y, Ball_Size,
	input [9:0] BulletX, BulletY, Bullet2X, Bullet2Y, Bullet_Size,
	input [9:0] BarrierX, BarrierY, Barrier_Height_Halved, Barrier_Length_Halved,
	output [3:0] player_1_collision, player_2_collision,
	output bullet_1_collision, bullet_2_collision
);
    always_comb
    begin: Collision_Detector
        if (Reset)   
        begin 
            player_1_collision = 4'b0; 
			player_2_collision = 4'b0; 
			bullet_1_collision = 1'b0;
			bullet_2_collision = 1'b0; 
        end
        else 
        begin 
            if ( (BallX + Ball_Size) >= (BarrierX - Barrier_Length_Halved - 5) &&
                 (BallX + Ball_Size) <= (BarrierX + Barrier_Length_Halved + 5) &&
                 (BallY <= BarrierY + Barrier_Height_Halved + 5) &&
                 (BallY >= BarrierY - Barrier_Height_Halved - 5) )
                    player_1_collision = 4'b0001;
            else if ( (BallX - Ball_Size) >= (BarrierX - Barrier_Length_Halved - 5) &&
                 (BallX - Ball_Size) <= (BarrierX + Barrier_Length_Halved + 5) &&
                 (BallY <= BarrierY + Barrier_Height_Halved + 5) &&
                 (BallY >= BarrierY - Barrier_Height_Halved - 5) )
                    player_1_collision = 4'b0010;
            else if ( (BallY + Ball_Size) >= (BarrierY - Barrier_Height_Halved - 5) &&
                 (BallY + Ball_Size) <= (BarrierY + Barrier_Height_Halved + 5) &&
                 (BallX <= BarrierX + Barrier_Length_Halved + 5) &&
                 (BallX >= BarrierX - Barrier_Length_Halved - 5) )
                    player_1_collision = 4'b0100;
            else if ( (BallY - Ball_Size) >= (BarrierY - Barrier_Height_Halved - 5) &&
                 (BallY - Ball_Size) <= (BarrierY + Barrier_Height_Halved + 5) &&
                 (BallX <= BarrierX + Barrier_Length_Halved + 5) &&
                 (BallX >= BarrierX - Barrier_Length_Halved - 5) )
                    player_1_collision = 4'b1000;
            else
                player_1_collision = 4'b0;
            if ( (Ball2X + Ball_Size) >= (BarrierX - Barrier_Length_Halved - 5) &&
                 (Ball2X + Ball_Size) <= (BarrierX + Barrier_Length_Halved + 5) &&
                 (Ball2Y <= BarrierY + Barrier_Height_Halved + 5) &&
                 (Ball2Y >= BarrierY - Barrier_Height_Halved - 5) )
                    player_2_collision = 4'b0001;
            else if ( (Ball2X - Ball_Size) >= (BarrierX - Barrier_Length_Halved - 5) &&
                 (Ball2X - Ball_Size) <= (BarrierX + Barrier_Length_Halved + 5) &&
                 (Ball2Y <= BarrierY + Barrier_Height_Halved + 5) &&
                 (Ball2Y >= BarrierY - Barrier_Height_Halved - 5) )
                    player_2_collision = 4'b0010;
            else if ( (Ball2Y + Ball_Size) >= (BarrierY - Barrier_Height_Halved - 5) &&
                 (Ball2Y + Ball_Size) <= (BarrierY + Barrier_Height_Halved + 5) &&
                 (Ball2X <= BarrierX + Barrier_Length_Halved + 5) &&
                 (Ball2X >= BarrierX - Barrier_Length_Halved - 5) )
                    player_2_collision = 4'b0100;
            else if ( (Ball2Y - Ball_Size) >= (BarrierY - Barrier_Height_Halved - 5) &&
                 (Ball2Y - Ball_Size) <= (BarrierY + Barrier_Height_Halved + 5) &&
                 (Ball2X <= BarrierX + Barrier_Length_Halved + 5) &&
                 (Ball2X >= BarrierX - Barrier_Length_Halved - 5) )
                    player_2_collision = 4'b1000;
            else
                player_2_collision = 4'b0;
            if ( (BulletX + Bullet_Size) >= (BarrierX - Barrier_Length_Halved - 5) &&
                 (BulletX + Bullet_Size) <= (BarrierX + Barrier_Length_Halved + 5) &&
                 (BulletY <= BarrierY + Barrier_Height_Halved + 5) &&
                 (BulletY >= BarrierY - Barrier_Height_Halved - 5) )
                    bullet_1_collision = 1'b1;
            else if ( (BulletX - Bullet_Size) >= (BarrierX - Barrier_Length_Halved - 5) &&
                 (BulletX - Bullet_Size) <= (BarrierX + Barrier_Length_Halved + 5) &&
                 (BulletY <= BarrierY + Barrier_Height_Halved + 5) &&
                 (BulletY >= BarrierY - Barrier_Height_Halved - 5) )
                    bullet_1_collision = 1'b1;
            else if ( (BulletY + Bullet_Size) >= (BarrierY - Barrier_Height_Halved - 5) &&
                 (BulletY + Bullet_Size) <= (BarrierY + Barrier_Height_Halved + 5) &&
                 (BulletX <= BarrierX + Barrier_Length_Halved + 5) &&
                 (BulletX >= BarrierX - Barrier_Length_Halved - 5) )
                    bullet_1_collision = 1'b1;
            else if ( (BulletY - Bullet_Size) >= (BarrierY - Barrier_Height_Halved - 5) &&
                 (BulletY - Bullet_Size) <= (BarrierY + Barrier_Height_Halved + 5) &&
                 (BulletX <= BarrierX + Barrier_Length_Halved + 5) &&
                 (BulletX >= BarrierX - Barrier_Length_Halved - 5) )
                    bullet_1_collision = 1'b1;
            else
                bullet_1_collision = 1'b0;
            if ( (Bullet2X + Bullet_Size) >= (BarrierX - Barrier_Length_Halved - 5) &&
                 (Bullet2X + Bullet_Size) <= (BarrierX + Barrier_Length_Halved + 5) &&
                 (Bullet2Y <= BarrierY + Barrier_Height_Halved + 5) &&
                 (Bullet2Y >= BarrierY - Barrier_Height_Halved - 5) )
                    bullet_2_collision = 1'b1;
            else if ( (Bullet2X - Bullet_Size) >= (BarrierX - Barrier_Length_Halved - 5) &&
                 (Bullet2X - Bullet_Size) <= (BarrierX + Barrier_Length_Halved + 5) &&
                 (Bullet2Y <= BarrierY + Barrier_Height_Halved + 5) &&
                 (Bullet2Y >= BarrierY - Barrier_Height_Halved - 5) )
                    bullet_2_collision = 1'b1;
            else if ( (Bullet2Y + Bullet_Size) >= (BarrierY - Barrier_Height_Halved - 5) &&
                 (Bullet2Y + Bullet_Size) <= (BarrierY + Barrier_Height_Halved + 5) &&
                 (Bullet2X <= BarrierX + Barrier_Length_Halved + 5) &&
                 (Bullet2X >= BarrierX - Barrier_Length_Halved - 5) )
                    bullet_2_collision = 1'b1;
            else if ( (Bullet2Y - Bullet_Size) >= (BarrierY - Barrier_Height_Halved - 5) &&
                 (Bullet2Y - Bullet_Size) <= (BarrierY + Barrier_Height_Halved + 5) &&
                 (Bullet2X <= BarrierX + Barrier_Length_Halved - 5) &&
                 (Bullet2X >= BarrierX - Barrier_Length_Halved - 5) )
                    bullet_2_collision = 1'b1;
            else
                bullet_2_collision = 1'b0;
	end  
    end
endmodule
==> run.sh <==
#!/bin/bash
# OpenROAD 26Q1-2900-gdf79404cd8, Yosys 0.63+post, stock flow scripts
make -C /OpenROAD-flow-scripts/flow DESIGN_CONFIG=/design/flow/config.mk WORK_HOME=/design/flow/orfs finish
==> config.mk <==
export PLATFORM = sky130hd
export DESIGN_NAME = barrier
export DESIGN_NICKNAME = barrier
export VERILOG_FILES = /design/flow/design.v
export SDC_FILE = /design/flow/constraint.sdc
export NUM_CORES = 4
export LEC_CHECK = 1
export CORE_UTILIZATION = 40
==> constraint.sdc <==
current_design barrier

set clk_period 17.6
set clk_io_pct 0.2

create_clock -name clk0 -period $clk_period

set non_clock_inputs [all_inputs -no_clocks]
set_input_delay [expr $clk_period * $clk_io_pct] -clock clk0 $non_clock_inputs
set_output_delay [expr $clk_period * $clk_io_pct] -clock clk0 [all_outputs]
==> run notes <==
The main area contributors are sky130_fd_sc_hd__ha_1, sky130_fd_sc_hd__a21oi_1, sky130_fd_sc_hd__a21o_1, sky130_fd_sc_hd__o21ai_0, sky130_fd_sc_hd__xnor2_1. Post-CTS repair ended up resizing 0 cells. In this run the power density over the cells is 68.5 nW/µm². Summing all flip-flop and latch instances after layout gives 0 µm².

For the pin with the worst max-slew slack, the measured transition is 0.909 ns. The area added between synthesis and finish works out to 11.7%. The path category of the worst min-delay check was in2out. The final cycle utilization of the critical path was 0.794. The flow ran to the end, and the final reports show no timing, DRC or antenna violations.

The highest ir drop seen on vdd was 0.0381 mV. The worst setup path is launched from an input port. After synthesis, the chip area reported by Yosys is 23900 µm². The run gives 0 as the hold violation count in the final report. The I/O pin count is 152, and the number of instances on the worst hold path is 3.

The number of detailed-route iterations in the first pass is 8, and the number of sequential cells is 0. For the required time of the critical path, the log shows 14.08 ns. The synthesized netlist handed to floorplanning was reported with a cell count of 2949. The count of different cell masters after synthesis is 98, and the total number of vias is 22.1k. The run gives 2949 for the count of instantiated cells in the yosys netlist.

The via count of the first global-routing pass was 21.2k. The sequential area share after synthesis was 0; the global routing usage summed across all routing layers was 0.256. STA puts the critical path data arrival time at 10.45 ns.

The tools report the relative slew slack as 0.394. For the setup fix buffers added after clock tree synthesis, the log shows 0. The count of hold-fix buffers inserted at cts is 0, and the number of maximum-capacitance constraint violations is 0. In the final report, the number of endpoints failing setup comes to 0. After synthesis the cells add up to 23900 µm². For this sky-water flow run, the detailed-routed wirelength per cell is reported as 19.6 µm.

The final max-slew violation count recorded for this run is 0. The final layout reports a setup TNS of 0 ns. Per the log, the first TritonRoute iteration ended with a DRC count of 1027. Hold analysis lists the worst path endpoint as player_1_collision[0]. For this run, the top clock speed supported by timing is 71.6 MHz.

The logs give 60700 µm² for the die area and 29 for the maximum number of pins on one net before global-route repair. Setup slack closes at 3.63 ns. The kind of end point of the critical path is a primary output. The first global-routing pass estimated 119000 µm of wire.

Clock buffers in the final layout number 0. The total routed wirelength is 76400 µm. For the area taken by multi-input logic gates, the log shows 23100 µm².

Once layout is done, the placed cells without fillers occupy 26700 µm². After its last routability iteration, the placer logged a weighted congestion of 0.943. The largest fanout on the critical path was 8. The run gives 5556 as the final-layout fill cell count. Per the post-synthesis stats, the area per cell is 8.10 µm².

TritonRoute reported its final design rule violation total as 0. The startpoint of the tightest hold check path was Reset. The initial antenna violation count is 3.

Counting I/O delays and the setup requirement, the final critical path takes 13.97 ns. Starting density of the core: 0.405. The placement report lists the number of port buffers as 151. Warnings raised by the tools during the run amount to 135. The residual antenna-violating net count after detailed routing was 0; the standard-cell row count was 89.

With the height of the chip at 246 µm, the routed via count divided by cell count is 5.66. OpenSTA, run right after detailed placement, puts the worst setup slack at 3.74 ns. Setup repair after global routing left no endpoint under its margin. Once placement finished, the instance area stood at 26700 µm².

The tools report the number of synthesis warnings as 25. Cell type with the largest total area after synthesis: sky130_fd_sc_hd__ha_1. The reported leakage power was 12.9 nW. The die is 246 µm wide. The critical path is of the in2out type.

The antenna diode instance count is 0, and the hold slack is 8.35 ns. With the overflow left after global routing at 0, the post-detailed-placement half-perimeter wirelength is 62900 µm. The share of the synthesized area in the top cell type came out at 0.473. The floorplan core area is 59000 µm². The fraction of layout instances using a drive strength above 1 is 0.0326.
## per-layer routing
layer | vias to the layer above | wire (µm) | track usage
li1 | 11500 | - | -
met1 | 10100 | 35500 | 0.349
met2 | 414 | 36400 | 0.448
met3 | 92 | 2870 | 0.0145
met4 | 6 | 1580 | 0.0423
met5 | - | 35 | 0
## where the power goes
part,leakage [nW],internal (W),switching (W)
registers,0,0,0
logic,12.9,0.000758,0.00107
clock network,0,0,0
## cell usage after synthesis (all sizes together) (6+ instances only)
cell	instances
nand2	120
or3	9
a211oi	40
nor3b	7
o21ai	193
clkbuf	10
a31oi	9
o21bai	61
a21boi	17
nor3	50
nand4	71
a211o	12
nor2b	68
and3	14
o2111ai	11
ha	903
a221oi	10
xor2	64
nor4b	6
o21a	58
inv	178
nor4	13
and2	8
nand3	41
a21oi	275
a21o	126
nand2b	87
o311ai	6
o211ai	27
or4	6
o41ai	6
o31ai	14
buf	12
fa	20
xnor2	108
a2111oi	23
nor2	201
## logic make-up (layout without fill, tap and decap cells)
logic type               Yosys count  in the layout  share of synthesized area
AND-OR/OR-AND                    927            927                      0.254
XOR/XNOR                         172            172                     0.0645
adder cells (fa/ha/maj)          923            923                      0.490
buffers and inverters            202            384                     0.0328
multiplexers                       4              4                    0.00204
AND/OR/NAND/NOR                  721            721                      0.157
## final cells by class
type | count | area share
Multi-Input combinational cell | 2747 | 0.867
Tap cell | 773 | 0.0363
Inverter | 180 | 0.0253
Timing Repair Buffer | 204 | 0.0716
## cell usage in the layout (no fill, tap or decap), drive strengths merged, types with 71 or more instances in the layout
| cell type | synthesis | routed |
|---|---|---|
| nand4 | 71 | 71 |
| inv | 178 | 178 |
| clkdlybuf4s50 | 0 | 151 |
| a21o | 126 | 126 |
| nand2b | 87 | 87 |
| nand2 | 120 | 120 |
| nor2 | 201 | 201 |
| ha | 903 | 903 |
| o21ai | 193 | 193 |
| a21oi | 275 | 275 |
| xnor2 | 108 | 108 |
## through the flow
stage	total power [W]	util	cells
floorplan	0.00126	-	2949
CTS	0.00183	0.452	3904
global route	0.00209	0.452	3904
finish	0.00183	0.452	3904
detailed placement	0.00182	0.452	3904
global placement	0.00177	0.452	3904
## worst max path at each step
| stage | from | endpoint | slack [ns] | depth (start not counted) |
|---|---|---|---|---|
| CTS | BarrierX[0] | bullet_1_collision | 3.69 | 25 |
| global route | BarrierX[0] | bullet_1_collision | 3.27 | 25 |
| finish | BarrierX[0] | bullet_1_collision | 3.63 | 25 |
## critical path, cell delays in order
cell	delay (ns)
sky130_fd_sc_hd__clkdlybuf4s50_1	0.43
sky130_fd_sc_hd__inv_1	0.07
sky130_fd_sc_hd__ha_1	0.17
sky130_fd_sc_hd__inv_1	0.06
sky130_fd_sc_hd__fa_1	0.43
sky130_fd_sc_hd__a211oi_1	0.45
sky130_fd_sc_hd__o21ai_1	0.16
sky130_fd_sc_hd__a31oi_2	0.24
sky130_fd_sc_hd__xnor2_1	0.14
sky130_fd_sc_hd__or4b_1	0.62
sky130_fd_sc_hd__nor4_1	0.21
sky130_fd_sc_hd__buf_4	0.19
sky130_fd_sc_hd__inv_1	0.04
sky130_fd_sc_hd__ha_1	0.33
sky130_fd_sc_hd__inv_1	0.41
sky130_fd_sc_hd__ha_1	0.34
sky130_fd_sc_hd__a21oi_1	0.15
sky130_fd_sc_hd__o21ai_0	0.08
sky130_fd_sc_hd__a31o_2	0.23
sky130_fd_sc_hd__a221oi_1	0.41
sky130_fd_sc_hd__o31ai_1	0.18
sky130_fd_sc_hd__a221o_1	0.43
sky130_fd_sc_hd__a32oi_1	0.41
sky130_fd_sc_hd__o22ai_1	0.27
sky130_fd_sc_hd__clkdlybuf4s50_1	0.47
Power and IR drop assume default switching activity.
