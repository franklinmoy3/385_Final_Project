<file path="flow/config.mk">
export PLATFORM = sky130hd
export DESIGN_NAME = color_mapper
export DESIGN_NICKNAME = color_mapper
export VERILOG_FILES = /design/flow/design.v
export SDC_FILE = /design/flow/constraint.sdc
export NUM_CORES = 4
export LEC_CHECK = 1
export CORE_UTILIZATION = 40
</file>
<file path="flow/constraint.sdc">
current_design color_mapper

set clk_period 33.5
set clk_io_pct 0.2

create_clock -name clk0 -period $clk_period

set non_clock_inputs [all_inputs -no_clocks]
set_input_delay [expr $clk_period * $clk_io_pct] -clock clk0 $non_clock_inputs
set_output_delay [expr $clk_period * $clk_io_pct] -clock clk0 [all_outputs]
</file>
<file path="flow/design.v">
module color_mapper ( 
    input [9:0] BallX, BallY, Ball2X, Ball2Y, DrawX, DrawY, Ball_size,
    input [9:0] BulletX, BulletY, Bullet2X, Bullet2Y, Bullet_Size, bullet_on, bullet2_on,
    input [9:0] BarrierX, BarrierY, Barrier_Height_Halved, Barrier_Length_Halved,
    input [9:0] Barrier2X, Barrier2Y, Barrier_2_Height_Halved, Barrier_2_Length_Halved,
    input [9:0] Barrier3X, Barrier3Y, Barrier_3_Height_Halved, Barrier_3_Length_Halved,
    input [9:0] Barrier4X, Barrier4Y, Barrier_4_Height_Halved, Barrier_4_Length_Halved,
    input [9:0] Barrier5X, Barrier5Y, Barrier_5_Height_Halved, Barrier_5_Length_Halved,
    input [9:0] Barrier6X, Barrier6Y, Barrier_6_Height_Halved, Barrier_6_Length_Halved,
    input [9:0] Barrier7X, Barrier7Y, Barrier_7_Height_Halved, Barrier_7_Length_Halved,
    input [9:0] UpgradeX, UpgradeY, UpgradeDrawEnable, Upgrade2X, Upgrade2Y, Upgrade2DrawEnable, Upgrade_Size,
    input [9:0] Upgrade3X, Upgrade3Y, Upgrade3DrawEnable, Upgrade4X, Upgrade4Y, Upgrade4DrawEnable,
    input [9:0] ArmorX, ArmorY, Armor_Height_Halved, Armor_Length_Halved, ArmorDrawEnable,
    input [9:0] BarrelX, BarrelY, Barrel_Height_Halved, Barrel_Length_Halved,
    input [9:0] Barrel2X, Barrel2Y, Barrel2_Height_Halved, Barrel2_Length_Halved,
    input blank,
    output logic [7:0] Red, Green, Blue
);
    logic ball_on, ball2_on, draw_bullet, draw_bullet2, barrier_on, armor_on;
	logic draw_speed_upgrade, draw_bullet_upgrade, draw_armor_upgrade;
    int DistX, DistY, Dist2X, Dist2Y, Size;
	assign DistX = DrawX - BulletX;
    assign DistY = DrawY - BulletY;
    assign Dist2X = DrawX - Bullet2X;
    assign Dist2Y = DrawY - Bullet2Y;
    assign Size = Ball_size;
    always_comb
    begin: Drawing_Engine
        if ((DrawX >= BallX - Ball_size) && (DrawX <= BallX + Ball_size) &&
            (DrawY >= BallY - Ball_size) && (DrawY <= BallY + Ball_size)) 
            ball_on = 1'b1;
        else if ((DrawX >= BarrelX - Barrel_Length_Halved) && (DrawX <= BarrelX + Barrel_Length_Halved) &&
            (DrawY >= BarrelY - Barrel_Height_Halved) && (DrawY <= BarrelY + Barrel_Height_Halved)) 
            ball_on = 1'b1;
        else 
            ball_on = 1'b0;
        if ((DrawX >= Ball2X - Ball_size) && (DrawX <= Ball2X + Ball_size) &&
            (DrawY >= Ball2Y - Ball_size) && (DrawY <= Ball2Y + Ball_size)) 
            ball2_on = 1'b1;
        else if ((DrawX >= Barrel2X - Barrel2_Length_Halved) && (DrawX <= Barrel2X + Barrel2_Length_Halved) &&
            (DrawY >= Barrel2Y - Barrel2_Height_Halved) && (DrawY <= Barrel2Y + Barrel2_Height_Halved)) 
            ball2_on = 1'b1;
        else 
            ball2_on = 1'b0;
        if ( ( DistX*DistX + DistY*DistY) <= (Size * Size) ) 
            draw_bullet = 1'b1;
        else 
            draw_bullet = 1'b0;
        if ( ( Dist2X*Dist2X + Dist2Y*Dist2Y) <= (Size * Size) )
            draw_bullet2 = 1'b1;
        else 
            draw_bullet2 = 1'b0;
        if ((DrawX >= BarrierX - Barrier_Length_Halved) && (DrawX <= BarrierX + Barrier_Length_Halved) &&
            (DrawY >= BarrierY - Barrier_Height_Halved) && (DrawY <= BarrierY + Barrier_Height_Halved)) 
            barrier_on = 1'b1;
        else if ((DrawX >= Barrier2X - Barrier_2_Length_Halved) && (DrawX <= Barrier2X + Barrier_2_Length_Halved) &&
            (DrawY >= Barrier2Y - Barrier_2_Height_Halved) && (DrawY <= Barrier2Y + Barrier_2_Height_Halved)) 
            barrier_on = 1'b1;
        else if ((DrawX >= Barrier3X - Barrier_3_Length_Halved) && (DrawX <= Barrier3X + Barrier_3_Length_Halved) &&
            (DrawY >= Barrier3Y - Barrier_3_Height_Halved) && (DrawY <= Barrier3Y + Barrier_3_Height_Halved)) 
            barrier_on = 1'b1;
        else if ((DrawX >= Barrier4X - Barrier_4_Length_Halved) && (DrawX <= Barrier4X + Barrier_4_Length_Halved) &&
            (DrawY >= Barrier4Y - Barrier_4_Height_Halved) && (DrawY <= Barrier4Y + Barrier_4_Height_Halved)) 
            barrier_on = 1'b1;
        else if ((DrawX >= Barrier5X - Barrier_5_Length_Halved) && (DrawX <= Barrier5X + Barrier_5_Length_Halved) &&
            (DrawY >= Barrier5Y - Barrier_5_Height_Halved) && (DrawY <= Barrier5Y + Barrier_5_Height_Halved)) 
            barrier_on = 1'b1;
        else if ((DrawX >= Barrier6X - Barrier_6_Length_Halved) && (DrawX <= Barrier6X + Barrier_6_Length_Halved) &&
            (DrawY >= Barrier6Y - Barrier_6_Height_Halved) && (DrawY <= Barrier6Y + Barrier_6_Height_Halved)) 
            barrier_on = 1'b1;
        else if ((DrawX >= Barrier7X - Barrier_7_Length_Halved) && (DrawX <= Barrier7X + Barrier_7_Length_Halved) &&
            (DrawY >= Barrier7Y - Barrier_7_Height_Halved) && (DrawY <= Barrier7Y + Barrier_7_Height_Halved)) 
            barrier_on = 1'b1;
        else 
            barrier_on = 1'b0;
        if ((DrawX >= UpgradeX - Upgrade_Size) && (DrawX <= UpgradeX + Upgrade_Size) &&
            (DrawY >= UpgradeY - Upgrade_Size) && (DrawY <= UpgradeY + Upgrade_Size) &&
            UpgradeDrawEnable) 
            draw_speed_upgrade = 1'b1;
        else
            draw_speed_upgrade = 1'b0;
        if ((DrawX >= Upgrade2X - Upgrade_Size) && (DrawX <= Upgrade2X + Upgrade_Size) &&
            (DrawY >= Upgrade2Y - Upgrade_Size) && (DrawY <= Upgrade2Y + Upgrade_Size) &&
            Upgrade2DrawEnable) 
            draw_bullet_upgrade = 1'b1;
        else if ((DrawX >= Upgrade4X - Upgrade_Size) && (DrawX <= Upgrade4X + Upgrade_Size) &&
            (DrawY >= Upgrade4Y - Upgrade_Size) && (DrawY <= Upgrade4Y + Upgrade_Size) &&
            Upgrade4DrawEnable) 
            draw_bullet_upgrade = 1'b1;
        else
            draw_bullet_upgrade = 1'b0;
        if ((DrawX >= Upgrade3X - Upgrade_Size) && (DrawX <= Upgrade3X + Upgrade_Size) &&
            (DrawY >= Upgrade3Y - Upgrade_Size) && (DrawY <= Upgrade3Y + Upgrade_Size) &&
            Upgrade3DrawEnable) 
            draw_armor_upgrade = 1'b1;
        else
            draw_armor_upgrade = 1'b0;
        if ((DrawX >= ArmorX - Armor_Length_Halved) && (DrawX <= ArmorX + Armor_Length_Halved) &&
            (DrawY >= ArmorY - Armor_Height_Halved) && (DrawY <= ArmorY + Armor_Height_Halved) &&
            ArmorDrawEnable) 
            armor_on = 1'b1;
        else  
            armor_on = 1'b0;
     end 
    always_comb
    begin:RGB_Display
        if ((ball_on == 1'b1)) 
        begin 
            Red = 8'hff;
            Green = 8'h00;
            Blue = 8'h00;
        end
        else if ((draw_bullet == 1'b1) && (bullet_on == 1'b1))
        begin 
            Red = 8'hff;
            Green = 8'h00;
            Blue = 8'h00;
        end
        else if ((ball2_on == 1'b1))
        begin
            Red = 8'h00;
            Green = 8'h00;
            Blue = 8'hff;
        end
        else if ((draw_bullet2 == 1'b1) && (bullet2_on == 1'b1))
        begin
            Red = 8'h00;
            Green = 8'h00;
            Blue = 8'hff;
        end
        else if (barrier_on)
        begin
            Red = 8'hff;
            Green = 8'h7f;
            Blue = 8'h00;
        end
        else if (draw_speed_upgrade)
        begin
            Red = 8'hAA;
            Green = 8'h2C;
            Blue = 8'hFA;
        end
        else if (draw_bullet_upgrade)
        begin
            Red = 8'h11;
            Green = 8'hFC;
            Blue = 8'h11;
        end
        else if (draw_armor_upgrade || armor_on)
        begin
            Red = 8'hFF;
            Green = 8'hFF;
            Blue = 8'h00;
        end
        else if (~blank)
        begin
            Red = 8'h00;
            Green = 8'h00;
            Blue = 8'h00;
        end
        else 
        begin 
            Red = 8'h70; 
            Green = 8'h70;
            Blue = 8'h7f;
        end      
    end 
endmodule
</file>
<file path="flow/run.sh">
#!/bin/bash
# OpenROAD 26Q1-2900-gdf79404cd8, Yosys 0.63+post, stock flow scripts
make -C /OpenROAD-flow-scripts/flow DESIGN_CONFIG=/design/flow/config.mk WORK_HOME=/design/flow/orfs finish
</file>
==> out/metrics.csv <==
metric,value,unit
Post-Route Setup TNS,0,ns
Initial Util,0.403,
initial antenna violation count,74,
Layout Cells excl Fill,9760,
Worst setup SP type,input pin,
flop count,0,
hold buffer count at cts,0,
Slew Limit Fails,0,
logic area,0.0523,mm2
Rows,139,
maxcap violations,0,
CP startpoint,DrawX[0],
Area leader share,0.328,
final wirelength,188000,um
fin area,0.0676,mm2
Slowest cell on crit path,clkdlybuf4s50_1,
fraction of layout cells with a size suffix above 1,0.0183,
number of routed nets with antenna violations,0,
largest net degree at the start of global routing,29,
sequential-to-total area share from yosys stat,0,
Worst Setup EP,Blue[2],
gr ovfl total,0,
I/O pins,705,
average cell area after synthesis,8.16,um2
cell type with the largest total area,ha_1,
vias in the first global route,49000,
Max Fanout on Critical Path,13,
post-place setup slack,7.82,ns
Post-synth area hogs,"ha_1 (33%), fa_1 (21%), inv_1 (9.1%)",
via count,49000,
Final Cycle Share,0.767,
most frequent cell after synthesis,ha_1,
fmax,38.9,MHz
PortBufs,695,
core footprint,0.143,mm2
CP Capture Type,output pin,
HP Class,in -> out,
Post-CTS Resized,0,
tool warnings,349,
critical path required time,26.80,ns
chip area in the Yosys report,0.0578,mm2
Yosys cell types,70,
routed vias/inst,5.02,
routed len/inst,19.2,um
synth-to-layout area growth,16.9,%
GP Congestion,0.959,
Final min period,25.70,ns
CP dominant cell by count,fa_1,
Remaining DRCs,0,
starting DRC count in detailed routing,1812,
outcome,"finished, final reports clean",
Synth top cells by count,"ha_1 (1,518), inv_1 (1,400), fa_1 (604), a21oi_1 (559), nor2_1 (505)",
TritonRoute pass-1 iters,7,
Total GRT Usage,0.267,
Worst slew margin,0.411,
dpl cells,9733,
"Warnings, synthesis",1,
area post-placement,0.0676,mm2
Worst Tran Pin Value,0.878,ns
Chip Area,0.146,mm2
first-pass GRT wire length,285000,um
# Cells Yosys,7089,
fillers,13800,
Post-CTS Setup Repair Bufs,0,
Mapped Cells,7089,
chip width,382,um
Register Area,0,um2
Final HPWL DP,167000,um
CLK BUF,0,
WS Path Type,in -> out,
RSZ-0062 raised after global routing,false,
"Setup violations, final",0,
Slowest Stage Delay on Critical Path,0.72,ns
Mapped Area,0.0578,mm2
worst setup margin,7.80,ns
endpoints failing hold,0,
Worst EP arrival,19.00,ns
Die Ht,382,um
## routing by layer
layer | global-route usage | part of all wire | vias to the layer above
met4 | 0.0628 | 0.029 | 86
met3 | 0.0869 | 0.085 | 230
met1 | 0.337 | 0.41 | 22700
li1 | - | - | 24900
met5 | 0 | 0.0028 | -
met2 | 0.444 | 0.47 | 1050
## per-stage QoR
step	hold slack, ns	util
after floorplan	13.48	-
after global placement	14.59	0.471
after detailed placement	14.60	0.471
after CTS	14.60	0.471
after global routing	14.63	0.471
final	14.60	0.471
## worst min-delay path by stage
stage         startpoint  endpoint  depth (start not counted)
finish             blank  Green[5]                          4
global route       blank  Green[5]                          4
CTS                blank  Green[5]                          4
## logic make-up after synthesis
| family | Yosys count | share of synthesized area |
|---|---|---|
| fa+ha+maj | 2122 | 0.538 |
| simple gates | 1381 | 0.112 |
| compound gates | 1514 | 0.162 |
| buf+inv | 1456 | 0.0952 |
| xor+xnor | 608 | 0.0921 |
| mux | 8 | 0.00141 |
## worst max-delay path, delay by kind of cell
kind / cells / cell delay (ns)
adder cells (fa/ha/maj): 11 / 4.73
AND-OR/OR-AND: 17 / 4.01
buffers and inverters: 8 / 1.82
AND/OR/NAND/NOR: 6 / 1.53
XOR/XNOR: 1 / 0.17
## cell usage in the layout (no fill, tap or decap), drive strengths merged, types with 114 or more instances in the layout
| cell type | netlist | routed |
|---|---|---|
| o21ai | 295 | 295 |
| fa | 604 | 604 |
| a21o | 114 | 114 |
| xnor2 | 456 | 456 |
| ha | 1518 | 1518 |
| nor2 | 505 | 505 |
| nor2b | 120 | 120 |
| nand2b | 122 | 122 |
| inv | 1401 | 1401 |
| o21a | 132 | 132 |
| o21bai | 172 | 172 |
| nand2 | 315 | 315 |
| a21oi | 559 | 559 |
| clkdlybuf4s50 | 0 | 677 |
| xor2 | 152 | 152 |
## area by class of cell
class	count	share of cell area
Antenna cell	27	0.000999
Inverter	1412	0.0784
Multi-Input combinational cell	5633	0.774
Tap cell	1903	0.0352
Timing Repair Buffer	785	0.112
