[/design/flow/config.mk]
export PLATFORM = sky130hd
export DESIGN_NAME = hit_detector
export DESIGN_NICKNAME = hit_detector
export VERILOG_FILES = /design/flow/design.v
export SDC_FILE = /design/flow/constraint.sdc
export NUM_CORES = 4
export LEC_CHECK = 1
export CORE_UTILIZATION = 40
[/design/flow/constraint.sdc]
current_design hit_detector

set clk_period 12.1
set clk_io_pct 0.2

create_clock -name clk0 -period $clk_period [get_ports {frame_clk}]

set non_clock_inputs [all_inputs -no_clocks]
set_input_delay [expr $clk_period * $clk_io_pct] -clock clk0 $non_clock_inputs
set_output_delay [expr $clk_period * $clk_io_pct] -clock clk0 [all_outputs]
[/design/flow/design.v]
module hit_detector (
    input Reset, frame_clk,
    input [9:0] BallX, BallY, Ball2X, Ball2Y, Ball_Size,
    input [9:0] BulletX, BulletY, Bullet2X, Bullet2Y, Bullet_Size,
    input [9:0] ArmorX, ArmorY, Armor_Height_Halved, Armor_Length_Halved,
    input ArmorEnabled,
    output player_1_hit, player_2_hit, bullet_on_bullet_hit, armor_hit,
    output [7:0] player_1_score, player_2_score
);
    logic p1_hit_latched, p2_hit_latched;
    always_ff @ (posedge Reset or posedge frame_clk)
    begin
        if (Reset)
        begin
            p1_hit_latched <= 1'b0;
            p2_hit_latched <= 1'b0;
            player_1_score <= 5'b0;
            player_2_score <= 5'b0;
        end
        else
        begin
            if ( (BulletX + Bullet_Size) >= (Ball2X - Ball_Size) &&
                 (BulletX + Bullet_Size) <= (Ball2X + Ball_Size) &&
                 (BulletY <= Ball2Y + Ball_Size) &&
                 (BulletY >= Ball2Y - Ball_Size))
                begin
                    p2_hit_latched <= 1'b1;
                    player_1_score <= player_1_score + 1'b1;
                end
            else if ( (BulletX - Bullet_Size) >= (Ball2X - Ball_Size) &&
                 (BulletX - Bullet_Size) <= (Ball2X + Ball_Size) &&
                 (BulletY <= Ball2Y + Ball_Size) &&
                 (BulletY >= Ball2Y - Ball_Size))
            begin
                    p2_hit_latched <= 1'b1;
                    player_1_score <= player_1_score + 1'b1;
            end
            else if ( (BulletY + Bullet_Size) >= (Ball2Y - Ball_Size) &&
                 (BulletY + Bullet_Size) <= (Ball2Y + Ball_Size) &&
                 (BulletX <= Ball2X + Ball_Size) &&
                 (BulletX >= Ball2X - Ball_Size))
            begin
                    p2_hit_latched <= 1'b1;
                    player_1_score <= player_1_score + 1'b1;
            end
            else if ( (BulletY - Bullet_Size) >= (Ball2Y - Ball_Size) &&
                 (BulletY - Bullet_Size) <= (Ball2Y + Ball_Size) &&
                 (BulletX <= Ball2X + Ball_Size) &&
                 (BulletX >= Ball2X - Ball_Size))
            begin
                    p2_hit_latched <= 1'b1;
                    player_1_score <= player_1_score + 1'b1;
            end
            else
                p2_hit_latched <= 1'b0;
            if ( (Bullet2X + Bullet_Size) >= (BallX - Ball_Size) &&
                 (Bullet2X + Bullet_Size) <= (BallX + Ball_Size) &&
                 (Bullet2Y <= BallY + Ball_Size) &&
                 (Bullet2Y >= BallY - Ball_Size))
            begin
                    p1_hit_latched <= 1'b1;
                    player_2_score <= player_2_score + 1'b1;
            end
            else if ( (Bullet2X - Bullet_Size) >= (BallX - Ball_Size) &&
                 (Bullet2X - Bullet_Size) <= (BallX + Ball_Size) &&
                 (Bullet2Y <= BallY + Ball_Size) &&
                 (Bullet2Y >= BallY - Ball_Size))
            begin
                    p1_hit_latched <= 1'b1;
                    player_2_score <= player_2_score + 1'b1;
            end
            else if ( (Bullet2Y + Bullet_Size) >= (BallY - Ball_Size) &&
                 (Bullet2Y + Bullet_Size) <= (BallY + Ball_Size) &&
                 (Bullet2X <= BallX + Ball_Size) &&
                 (Bullet2X >= BallX - Ball_Size))
            begin
                    p1_hit_latched <= 1'b1;
                    player_2_score <= player_2_score + 1'b1;
            end
            else if ( (Bullet2Y - Bullet_Size) >= (BallY - Ball_Size) &&
                 (Bullet2Y - Bullet_Size) <= (BallY + Ball_Size) &&
                 (Bullet2X <= BallX + Ball_Size) &&
                 (Bullet2X >= BallX - Ball_Size))
            begin
                    p1_hit_latched <= 1'b1;
                    player_2_score <= player_2_score + 1'b1;
            end
            else
                p1_hit_latched <= 1'b0;
        end
    end
    always_comb
    begin
            if (ArmorEnabled)
            begin
                if ( (Bullet2X - Bullet_Size) >= (ArmorX - Armor_Length_Halved) &&
                 (Bullet2X - Bullet_Size) <= (ArmorX + Armor_Length_Halved) &&
                 (Bullet2Y <= ArmorY + Armor_Height_Halved) &&
                 (Bullet2Y >= ArmorY - Armor_Height_Halved))
                    armor_hit = 1'b1;
                else if ( (Bullet2X + Bullet_Size) >= (ArmorX - Armor_Length_Halved) &&
                    (Bullet2X + Bullet_Size) <= (ArmorX + Armor_Length_Halved) &&
                    (Bullet2Y <= ArmorY + Armor_Height_Halved) &&
                    (Bullet2Y >= ArmorY - Armor_Height_Halved))
                        armor_hit = 1'b1;
                else if ( (Bullet2Y - Bullet_Size) >= (ArmorY - Armor_Height_Halved) &&
                    (Bullet2Y - Bullet_Size) <= (ArmorY + Armor_Height_Halved) &&
                    (Bullet2X <= ArmorX + Armor_Length_Halved) &&
                    (Bullet2X >= ArmorX - Armor_Length_Halved))
                        armor_hit = 1'b1;
                else if ( (Bullet2Y + Bullet_Size) >= (ArmorY - Armor_Height_Halved) &&
                    (Bullet2Y + Bullet_Size) <= (ArmorY + Armor_Height_Halved) &&
                    (Bullet2X <= ArmorX + Armor_Length_Halved) &&
                    (Bullet2X >= ArmorX - Armor_Length_Halved))
                        armor_hit = 1'b1;
                else if ( (BulletX - Bullet_Size) >= (ArmorX - Armor_Length_Halved) &&
                    (BulletX - Bullet_Size) <= (ArmorX + Armor_Length_Halved) &&
                    (BulletY <= ArmorY + Armor_Height_Halved) &&
                    (BulletY >= ArmorY - Armor_Height_Halved))
                        armor_hit = 1'b1;
                else if ( (BulletX + Bullet_Size) >= (ArmorX - Armor_Length_Halved) &&
                    (BulletX + Bullet_Size) <= (ArmorX + Armor_Length_Halved) &&
                    (BulletY <= ArmorY + Armor_Height_Halved) &&
                    (BulletY >= ArmorY - Armor_Height_Halved))
                        armor_hit = 1'b1;
                else if ( (BulletY - Bullet_Size) >= (ArmorY - Armor_Height_Halved) &&
                    (BulletY - Bullet_Size) <= (ArmorY + Armor_Height_Halved) &&
                    (BulletX <= ArmorX + Armor_Length_Halved) &&
                    (BulletX >= ArmorX - Armor_Length_Halved))
                        armor_hit = 1'b1;
                else if ( (BulletY + Bullet_Size) >= (ArmorY - Armor_Height_Halved) &&
                    (BulletY + Bullet_Size) <= (ArmorY + Armor_Height_Halved) &&
                    (BulletX <= ArmorX + Armor_Length_Halved) &&
                    (BulletX >= ArmorX - Armor_Length_Halved))
                        armor_hit = 1'b1;
                else
                    armor_hit = 1'b0;
            end
            else
                armor_hit = 1'b0;
        if ( (Bullet2X) >= (BulletX - Bullet_Size - 10) &&
                (Bullet2X) <= (BulletX + Bullet_Size + 10) &&
                (Bullet2Y <= BulletY + Bullet_Size) &&
                (Bullet2Y >= BulletY - Bullet_Size))
                bullet_on_bullet_hit = 1'b1;
        else if ( (Bullet2X) >= (BulletX - Bullet_Size - 10) &&
                (Bullet2X) <= (BulletX + Bullet_Size + 10) &&
                (Bullet2Y <= BulletY + Bullet_Size) &&
                (Bullet2Y >= BulletY - Bullet_Size))
                bullet_on_bullet_hit = 1'b1;
        else if ( (Bullet2Y) >= (BulletY - Bullet_Size - 10) &&
                (Bullet2Y) <= (BulletY + Bullet_Size + 10) &&
                (Bullet2X <= BulletX + Bullet_Size) &&
                (Bullet2X >= BulletX - Bullet_Size))
                bullet_on_bullet_hit = 1'b1;
        else if ( (Bullet2Y) >= (BulletY - Bullet_Size - 10) &&
                (Bullet2Y) <= (BulletY + Bullet_Size + 10) &&
                (Bullet2X <= BulletX + Bullet_Size) &&
                (Bullet2X >= BulletX - Bullet_Size))
                bullet_on_bullet_hit = 1'b1;
        else
            bullet_on_bullet_hit = 1'b0;
    end
    assign player_1_hit = p1_hit_latched;
    assign player_2_hit = p2_hit_latched;
endmodule
[/design/flow/run.sh]
#!/bin/bash
# OpenROAD 26Q1-2900-gdf79404cd8, Yosys 0.63+post, stock flow scripts
make -C /OpenROAD-flow-scripts/flow DESIGN_CONFIG=/design/flow/config.mk WORK_HOME=/design/flow/orfs finish
==> reports/notes.md <==
The fraction of the cycle the final worst path needs is 0.871. Per the post-place timing report, worst setup slack is 1.58 ns. The run gives 0.281 for the global-route total usage across every layer. The adder and majority gate portion of the synthesized area works out to 0.475. Entering global routing, the biggest net connects 19 pins. Most numerous logic cell after layout: ha_1. The main area contributors are ha_1 44%, xnor2_1 6.1%, a21oi_1 5.0%. The first global-routing pass estimated 111000 microns of wire. The run gives 1.01 for the global placement routability congestion. Once iteration 0 of detailed routing completed, the report listed 1218 DRC markers. Number of clock sinks seen by CTS: 18.

Between clock sinks in the finished design, the worst skew comes to 0.000711 ns. The endpoint of the most critical register-to-register path is player_1_score[6]. The run gives 5 for the length in cells of the worst reg-to-reg path. The final layout reports a setup TNS of 0 ns. In this run the full chip footprint comes out at 0.0530 sq mm.

Per the layout report, the design carries 4895 filler cells. The routed via count divided by cell count is 5.68. The headroom to the max-slew limit is 0.348, and the clock slew at the register clock pins of the worst setup and hold paths is 0.05 ns.

The worst hold path belongs to the class flop to flop. With the pin slew with the least headroom to its limit at 0.975 ns, the number of warnings issued by yosys is 26. The proportion of layout cells with a drive suffix above 1 is 0.0364, and the source-to-sink clock delay at the later pin of the worst-skew pair is 0.24 ns.

The DRC violation total left in the routed layout is recorded as 0. The run finished with clean final reports. Summing over the stages, the warning tally comes to 129.

In the placement report, post-DP HPWL is listed as 60200 microns. Subtracting the final worst setup slack from the clock period gives 10.54 ns. For reference, the post-synthesis area per instance comes to 8.16 sq um. The total of flip-flops plus latches after synthesis is 18. TritonCTS built the clock tree. Per the timing report, the most critical flop-to-flop path originates at player_1_score[0]. For the number of global-route vias before repair, the log shows 18.5k. Per the timing report, the achievable frequency comes out to 0.0949 GHz. The width of the die was 230 microns. The detailed placer reported the number of placed instances as 3427. The CTS report gives the tree buffer count as 3. The run gives 0 for the quantity of hold-fixing buffers added after cts. The tools report the cell row count as 83.

Per the detailed-route log, wirelength across all metal layers totals 73800 microns. The start point of the critical path was Bullet_Size[1]. Between the synthesized netlist and the finished layout, the area growth was recorded as 13.9%. The ratio of total power to cell area was 101 mW/mm^2; the yosys stat chip area was 0.0208 sq mm.

Share of the synthesized area in the top cell type: 0.441. In this run the worst setup path terminates at armor_hit. The run gives 1 for the initial antenna violation count. On the critical path the data arrives at 8.12 ns. Across the whole layout, storage elements account for 450 sq um. The area taken by multi-input combinational cells is reported as 0.0194 sq mm. The tools report the critical path startpoint category as an input pin.

The share of synthesized area spent on multiplexers is 0.00361, and the area of the core region is 0.0514 sq mm. The number of input and output port buffers inserted was 162. The routed layout has 19.5k vias. The number of resized instances in the post-cts repair step was 0. Setup repair after global routing left no endpoint under its margin. Per the detail_route report, routed wire per instance is 21.5 microns. By area, the combinational part of the netlist is dominated by adder cells. The required time at the worst endpoint is listed as 9.68 ns.

Looking at the clock tree report, the maximum root-to-sink buffer count equals 2. The tightest hold path in the finished design has a slack of 0.470 ns. The final non-filler cell total was 3431. The tools report the starting density of the core as 0.405. From the final report, the count of setup violators was given as 0. With the slack of the worst reg-to-reg path at 10.80 ns, the number of optimization iterations in the first detailed-route pass is 5.

The leakage dissipation is 11.6 nW. The utilization of the core after routing came out at 0.461. STA classifies the critical path endpoint as a primary output.

The CTS root buffer was clkbuf_16. Leading area contributor after synthesis: ha_1. The simple-gate share of the synthesized area came out at 0.138. Max fanout on the critical path was recorded as 9. In the Yosys stats the netlist draws on 87 distinct library cells. The count of nets left with antenna violations once routing finished came out at 0.

The final count of hold timing violations is 0, and the number of cells in the yosys synthesis report is 2551. The critical path class is input pin to primary output. Async set-or-reset flop fraction in the synthesized netlist: 1.00. Per the GRT congestion report, total overflow comes to 0. In the synthesized netlist the dominant register cell turns out to be dfrtp_1. In this run the vertical extent of the chip is 230 microns. The AND-OR/OR-AND share of the synthesized area came out at 0.230.

The depth of the CTS H-tree is 1, and the maximum resistive drop on vdd is 0.0363 mV. The run gives 0.0216 as the sequential area share after synthesis. The run gives 0 as the number of violations of the max-capacitance limit. In the layout the commonest cells are 734 x ha_1, 234 x inv_1, 210 x a21oi_1. The share of the synthesized netlist area taken by xor and xnor gates is 0.0838, and the number of enable flip-flop cells is 0. Total count of max-transition violations in the final report: 0. During I/O placement, the number of pins put on the boundary was 163. Once the clock tree was built, the setup fixing pass inserted 0 buffers. The final worst-path setup slack is 1.56 ns. The synthesized netlist occupies a cell area of 0.0208 sq mm. The run gives 2551 as the cell count after synthesis.
==> power breakdown <==
group	total, mW	internal, mW	switching, mW
clock network	0.0643	0.0434	0.0209
registers	0.122	0.0865	0.0352
logic	2.20	0.956	1.25
total	2.39	1.09	1.30
==> kinds of logic after synthesis <==
family                   after synthesis
AND/OR/NAND/NOR                      556
XOR/XNOR                             195
AND-OR/OR-AND                        735
flip-flops                            18
buffers and inverters                263
multiplexers                           7
adder cells (fa/ha/maj)              777
==> worst min-delay path by stage <==
stage / from / endpoint / depth (start not counted)
6_report: player_2_score[7] / player_2_score[7] / 1
4_1_cts: player_2_score[7] / player_2_score[7] / 1
5_1_grt: player_2_score[7] / player_2_score[7] / 1
==> sequential cells by signal (all words and copies together), names as in the netlist <==
register / count
player_1_score: 8
player_2_score: 8
p1_hit_latched: 1
p2_hit_latched: 1
==> per-layer routing <==
metal	vias to the layer above	share of wire	wire [microns]	GRT usage
li1	9828	-	-	-
met1	9027	0.47	35000	0.407
met2	532	0.43	32100	0.443
met3	96	0.064	4730	0.0393
met4	0	0.028	2050	0.0635
met5	-	0	0	0
==> area by class of cell <==
cell class,count,area share
multi-input cells,2270,0.817
repair buffers,223,0.0877
inverters,236,0.0374
well taps,680,0.0359
flip-flops and latches,18,0.0190
clock buffers,3,0.00317
diodes,1,0.000106
==> worst max-delay path, cell delays in order <==
cell	delay, ns
clkdlybuf4s50_1	0.93
inv_1	0.52
ha_1	0.43
nor2b_1	0.13
o21ai_0	0.19
a21boi_0	0.14
o21ai_0	0.20
a21oi_1	0.11
o21a_1	0.17
nor2_1	0.15
o21bai_1	0.08
a21oi_1	0.17
xor2_1	0.32
ha_1	0.33
a2111oi_0	0.48
a21oi_1	0.14
a21oi_1	0.20
o2111ai_1	0.23
nand4b_1	0.26
clkdlybuf4s50_1	0.49
==> synth_stat cells, types with 8 or more instances <==
library cell	instances
nand3_1	66
fa_1	26
or3_1	8
nor2b_1	64
inv_1	234
a31oi_1	19
maj3_1	13
a211oi_1	27
clkbuf_1	17
o211ai_1	27
and3_1	8
nand4_1	50
a21oi_1	210
xor2_1	47
o21ai_0	139
nor2_1	154
a2111oi_0	8
nor4_1	9
dfrtp_1	18
nand2_1	69
o31ai_1	8
a21o_1	94
o21bai_1	46
o21a_1	61
nand2b_1	58
xnor2_1	144
nor3_1	35
ha_1	734
o22ai_1	8
==> stage by stage <==
step / total power, mW / area, sq um
6_report: 2.39 / 23700
5_1_grt: 2.68 / 23700
4_1_cts: 2.38 / 23700
3_5_place_dp: 2.30 / 23600
3_3_place_gp: 2.26 / 23600
2_1_floorplan: 1.59 / 20800
Power figures rest on the tool's default switching activity, not on a simulated workload.
